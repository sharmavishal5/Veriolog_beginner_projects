**flow/design.v**
```verilog
module mul1(A, B, Out);
    input [15:0] A, B;
    output reg [31:0] Out;  
    integer i;
    reg [31:0] partial_sum;
    always @(*) begin
        partial_sum = 0;  
        for (i = 0; i < 16; i = i + 1) begin
            if (B[i])  
                partial_sum = partial_sum + (A << i);
        end
        Out = partial_sum;
    end
endmodule
```
**flow/run.sh**
```bash
#!/bin/bash
# OpenROAD 26Q1-2900-gdf79404cd8, Yosys 0.63+post, stock flow scripts
make -C /OpenROAD-flow-scripts/flow DESIGN_CONFIG=/design/flow/config.mk WORK_HOME=/design/flow/orfs finish
```
**flow/config.mk**
```make
export PLATFORM = sky130hd
export DESIGN_NAME = mul1
export DESIGN_NICKNAME = mul1
export VERILOG_FILES = /design/flow/design.v
export SDC_FILE = /design/flow/constraint.sdc
export NUM_CORES = 4
export LEC_CHECK = 1
export CORE_UTILIZATION = 40
```
**flow/constraint.sdc**
```tcl
current_design mul1

set clk_period 63.8
set clk_io_pct 0.2

create_clock -name clk0 -period $clk_period

set non_clock_inputs [all_inputs -no_clocks]
set_input_delay [expr $clk_period * $clk_io_pct] -clock clk0 $non_clock_inputs
set_output_delay [expr $clk_period * $clk_io_pct] -clock clk0 [all_outputs]
```
==> summary.rpt <==
FLOW METRICS REPORT
----------------------------------------------------
[Run status]
  Result of the run ........................ completed

[Logic synthesis]
  Cell taking the most area after synthesis ........................ sky130_fd_sc_hd__ha_1
  Count of mapped cells out of synthesis ........................ about 2200
  Synth Cell Area ........................ 0.01520 mm²
  Mean Syn Cell Area ........................ 6.919 µm²
  Ys Warns ........................ 1
  Count of different cell masters after synthesis ........................ approximately 96
  Commonest cells in the netlist ........................ sky130_fd_sc_hd__ha_1 (256), sky130_fd_sc_hd__nand2_1 (227), sky130_fd_sc_hd__nor2_1 (186)
  Leading cell type by number of instances after synthesis ........................ sky130_fd_sc_hd__ha_1
  Synthesis area per yosys ........................ 0.01520 mm²
  Post-synth top area share ........................ 0.2107
  Ys cells ........................ 2197
  Register area share after synthesis ........................ 0
  Most area-consuming cells after synthesis ........................ sky130_fd_sc_hd__ha_1 (21%), sky130_fd_sc_hd__a21oi_1 (5.9%), sky130_fd_sc_hd__nand2_1 (5.6%), sky130_fd_sc_hd__xnor2_1 (5.2%), sky130_fd_sc_hd__o21ai_0 (5.2%)

[Setup path]
  Cell with the largest stage delay on the worst path ........................ sky130_fd_sc_hd__clkdlybuf4s50_1
  Type of origin of the critical path ........................ input pin
  Worst EP arrival ........................ approximately 37 ns
  Critical Path Sink Type ........................ primary output
  Cell seen most often among critical-path stages ........................ sky130_fd_sc_hd__ha_1
  Setup crit start ........................ B[0]
  Endpoint required time on the critical path ........................ a little over 50 ns
  Crit Path Class ........................ input pin to primary output
  Maximum fanout encountered on the critical timing path ........................ 19
  Highest cell delay on the worst timing path ........................ 0.73 ns

[STA]
  Headroom to the max-slew limit ........................ 0.4395
  Fmax ........................ 20.02 MHz
  Fin Setup TNS ........................ 0 ns
  Final hold violations ........................ 0
  Period utilisation layout ........................ 0.7829
  Least-Margin Pin Slew ........................ roughly 0.83 ns
  RSZ-0062 raised after global routing ........................ false
  Min Tclk post-route ........................ about 50 ns
  Final slew viol count ........................ 0
  Endpoints failing setup ........................ 0

[Global route]
  Number of global-route vias before repair ........................ 15240
  Total global routing track utilization ........................ 0.2838
  Largest net degree at the start of global routing ........................ 37
  Number of antenna violations at the first check in global routing ........................ 0
  Wire length of the first global-routing pass ........................ 85300 µm
  Grt total ovfl ........................ 0

[Detailed routing]
  Average wire per cell in the routed design ........................ 19.95 µm
  Antenna Diode Count ........................ 0
  Count of unresolved DRC violations after routing ........................ 0
  ANT nets after route ........................ 0
  Initial drt markers ........................ 1154
  DR vias ........................ 16590
  Drt total wl ........................ between 50000 and 60000 µm
  Total iterations of the first detailed-routing run ........................ 5
  Via density ........................ just over 6

[Place]
  IO buf count ........................ 64
  Placed wire-length estimate ........................ approximately 43000 µm
  Final Wtd Congestion ........................ 0.9752

[Min path]
  Worst hold path endpoint ........................ Out[9]
  Type of the tightest min-delay check ........................ input pin to primary output
  Origin of the worst min-delay path ........................ B[9]
  Hold Path Cell Cnt ........................ 5

[Flow run]
  Number of logged tool warnings ........................ ~51
  Max Cap Violations ........................ 0

[Finish]
  Signed area change from the synthesized netlist to the final layout ........................ 8.511%
  Clock tree buffer count of the final layout ........................ 0
  Share of post-route cells with drive strength above 1 ........................ 0.06413
  Final-layout fill cell count ........................ between 3000 and 4000
  Sequential cell count ........................ 0
  Combinational cell area excluding buffers and inverters ........................ 0.01452 mm²
  Area taken by flip-flops and latches ........................ 0 µm²

[Die]
  Count of pins on the block boundary ........................ 64
  Chip area ........................ 0.03879 mm²
  Vertical die size ........................ 196.9 µm
  Floorplan row count ........................ 71
  Core region area ........................ 0.03749 mm²
  Die outline width ........................ 196.9 µm
  Starting density of the core ........................ 0.4055

[Clocking]
  Post-CTS Setup Bufs ........................ 0
  Post_cts resized ........................ 0
  Hold-fix buffers, CTS ........................ 0

----------------------------------------------------
-- per-layer routing --
layer / share of wire / vias to the layer above / routed length (µm) / track usage
li1: - / 8348 / - / -
met1: 0.46 / 7678 / 25110 / 0.3987
met2: 0.46 / 480 / 25060 / 0.4698
met3: 0.054 / 84 / 2949 / 0.02497
met4: 0.028 / 0 / 1557 / 0.06718
met5: 0 / - / 0 / 0
-- layout by cell type (no fill, tap or decap), types with 8 or more instances in the layout --
| cell type | count |
|---|---|
| sky130_fd_sc_hd__nor3b_1 | 10 |
| sky130_fd_sc_hd__or2_2 | 14 |
| sky130_fd_sc_hd__and2_1 | 31 |
| sky130_fd_sc_hd__o21bai_1 | 16 |
| sky130_fd_sc_hd__a211o_1 | 10 |
| sky130_fd_sc_hd__xnor2_1 | 91 |
| sky130_fd_sc_hd__mux2_2 | 48 |
| sky130_fd_sc_hd__a31oi_1 | 41 |
| sky130_fd_sc_hd__and3_1 | 18 |
| sky130_fd_sc_hd__mux2i_1 | 25 |
| sky130_fd_sc_hd__nor2b_1 | 32 |
| sky130_fd_sc_hd__o22ai_1 | 11 |
| sky130_fd_sc_hd__o31a_1 | 11 |
| sky130_fd_sc_hd__nor2_1 | 186 |
| sky130_fd_sc_hd__nand2_1 | 227 |
| sky130_fd_sc_hd__clkdlybuf4s50_1 | 64 |
| sky130_fd_sc_hd__a211oi_1 | 39 |
| sky130_fd_sc_hd__buf_4 | 37 |
| sky130_fd_sc_hd__ha_1 | 256 |
| sky130_fd_sc_hd__o21ai_1 | 8 |
| sky130_fd_sc_hd__a21oi_1 | 179 |
| sky130_fd_sc_hd__a21o_1 | 65 |
| sky130_fd_sc_hd__o21a_1 | 57 |
| sky130_fd_sc_hd__o221ai_1 | 11 |
| sky130_fd_sc_hd__nand4_1 | 8 |
| sky130_fd_sc_hd__nor3_1 | 48 |
| sky130_fd_sc_hd__or3_1 | 23 |
| sky130_fd_sc_hd__nand3_1 | 44 |
| sky130_fd_sc_hd__a21boi_0 | 8 |
| sky130_fd_sc_hd__fa_1 | 15 |
| sky130_fd_sc_hd__inv_1 | 109 |
| sky130_fd_sc_hd__nand2b_1 | 37 |
| sky130_fd_sc_hd__o21ai_0 | 157 |
| sky130_fd_sc_hd__o31ai_1 | 24 |
| sky130_fd_sc_hd__a22o_1 | 9 |
| sky130_fd_sc_hd__xor2_1 | 60 |
| sky130_fd_sc_hd__o211ai_1 | 34 |
-- critical path: cells and delay by family --
| kind | cells | cell delay [ns] |
|---|---|---|
| xor gates and xnor gates | 13 | 2.18 |
| and+or+nand+nor | 24 | 4.98 |
| muxes | 3 | 0.87 |
| buffers and inverters | 4 | 1.37 |
| adders and majority gates | 16 | 5.47 |
| AOI/OAI and AO/OA | 40 | 9.48 |
-- how the worst max path moves through the flow --
stage,end,slack (ns),cells past startpoint
after global routing,Out[28],12.08,102
after CTS,Out[28],14.04,100
final,Out[28],13.85,100
-- per-stage QoR --
stage	setup slack [ns]	cell area (µm²)	hold slack [ns]	instances	util
after floorplan	19.09	15200	25.60	2197	-
after global placement	14.05	16490	26.73	2741	0.4400
after detailed placement	14.26	16490	26.75	2741	0.4400
after CTS	14.04	16490	26.75	2741	0.4400
after global routing	12.08	16490	26.83	2741	0.4400
final	13.85	16490	26.73	2741	0.4400
-- layout make-up --
class	instances	area share
Multi-Input combinational cell	2017	0.8801
Tap cell	511	0.03876
Timing Repair Buffer	101	0.05568
Inverter	112	0.02549
-- logic make-up after synthesis --
| group | count (synthesis) | synth area share |
|---|---|---|
| adder cells (fa/ha/maj) | 271 | 0.2305 |
| XOR/XNOR | 151 | 0.08700 |
| multiplexers | 73 | 0.05202 |
| AND/OR/NAND/NOR | 709 | 0.2207 |
| AND-OR/OR-AND | 813 | 0.3648 |
| buffers and inverters | 180 | 0.04502 |
