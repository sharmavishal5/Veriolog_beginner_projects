## /design/flow/design.v

```verilog
module digital_clock(
    input clock,        
    input reset,        
    output reg [5:0] sec,
    output reg [5:0] min,
    output reg [4:0] hour
);
    reg [31:0] counter;
    always @(posedge clock or posedge reset) begin
        if (reset) begin
            sec <= 0;
            min <= 0;
            hour <= 0;
            counter <= 0;
        end else begin
            counter <= counter + 1;
            if (counter == 50_000_000) begin
                counter <= 0;
                sec <= sec + 1;
                if (sec == 59) begin
                    sec <= 0;
                    min <= min + 1;
                    if (min == 59) begin
                        min <= 0;
                        hour <= hour + 1;
                        if (hour == 23) begin
                            hour <= 0;
                        end
                    end
                end
            end
        end
    end
endmodule
```

## /design/flow/run.sh

```bash
#!/bin/bash
# OpenROAD 26Q1-2900-gdf79404cd8, Yosys 0.63+post, stock flow scripts
make -C /OpenROAD-flow-scripts/flow DESIGN_CONFIG=/design/flow/config.mk WORK_HOME=/design/flow/orfs finish
```

## /design/flow/constraint.sdc

```tcl
current_design digital_clock

set clk_period 4.8
set clk_io_pct 0.2

create_clock -name clk0 -period $clk_period [get_ports {clock}]

set non_clock_inputs [all_inputs -no_clocks]
set_input_delay [expr $clk_period * $clk_io_pct] -clock clk0 $non_clock_inputs
set_output_delay [expr $clk_period * $clk_io_pct] -clock clk0 [all_outputs]
```

## /design/flow/config.mk

```make
export PLATFORM = sky130hd
export DESIGN_NAME = digital_clock
export DESIGN_NICKNAME = digital_clock
export VERILOG_FILES = /design/flow/design.v
export SDC_FILE = /design/flow/constraint.sdc
export NUM_CORES = 4
export LEC_CHECK = 1
export CORE_UTILIZATION = 30
```

==> impl_metrics.toml <==
# physical design summary
[floorplanning]
ios = 19
die_x_um = 93.1
dieArea_um2 = 8660
core_area_um2 = 7890
fp_util_pct = 31.6
rows = 32
dieHeight_um = 93.1

[clock_network]
cts.htree.levels = 2
holdBufCountCts = 0
cts-root-buf = "clkbuf_8"
clockBufferDepth = 2
cts_tree = "yes"
cts-resized-gates = 0
post_cts_buffers = 0
cts_sinks = 49
clkTransAtPathRegs_ps = 90
numCtsBuffers = 5
worstSkewPairLatency_ps = 300

[final_timing]
setup_violations = 0
maxSlewHeadroom_pct = 43.0
postLayoutSetupSlackWorst_ps = 2020
slew_viol_final = 0
setup-tns-final_ps = 0
rsz0062_at_grt = "false"
max_freq_mhz = 360
final.min_clock_period_ps = 2780
finalHoldViolations = 0
finClkSkew_ps = 7.26
worst_pin_slew_ps = 855
finalCritPeriodShare_pct = 57.8

[finish]
mostFrequentLayoutCell = "dfrtp_1"
lay_top_cells = "dfrtp_1, nor2_1, nand3_1"
fin_cells = 360
fill_cells = 784
drive_above_1_share_pct = 7.36
area_growth_pct = 15.6

[power_and_ir_drop]
p_per_area_nw_per_um2 = 251
pwr-share-comb_pct = 1.3
power.leakage_nw = 1.28
ir_worst_vdd_mv = 0.0978
internal_power_mw = 0.584
p_sw_share_pct = 19.2
p_switching_mw = 0.138
p_clk_share_pct = 41.6
p_seq_share_pct = 57.1

[setup_path]
critPathKind = "flip-flop to flip-flop"
cp-startpoint = "counter[0]$_DFF_PP0_"
r2r_setup_slack_ps = 2020
crit_end = "sec[5]$_DFFE_PP0N_"
cp-start-kind = "flip-flop"
ff2ff_path_depth = 7
cp_max_fo = 23
worst_ep_required_time_ps = 4990
r2r-end = "sec[5]$_DFFE_PP0N_"
cp-end-kind = "flip-flop"
r2r_start = "counter[0]$_DFF_PP0_"
cp.arrival_ps = 2970

[grt]
grt_pass1_vias = 1723
grt_pass1_wl_um = 8050
grt_remaining_overflow = 0
grtUsageTotal_pct = 11.6
grt_max_degree = 50
antenna_found_initial = 0

[flow_run]
warnings = 26
maxCapViolCount = 0

[logic_synthesis]
area_leaders = "dfrtp_1, xnor2_1, xor2_1"
ys.flops = 49
postSynth.asyncResetShare_pct = 100
ys.flop_type = "dfrtp_1"
syn-mean-instance-area_um2 = 10.5
synth_cells = 236
yosysTopAreaCellShare_pct = 49.3
yosys_warnings = 1
synth_seq_share_pct = 49.3
ys_chip_area_um2 = 2490
largest_area_cell = "dfrtp_1"
ys_cells = 236
synth.distinct_cells = 41
syn-cell-area_um2 = 2490
edf_count = 0

[routing]
postRouteAntennaNets = 0
drc = 0
drt-initial-drc-count = 93
vias = 1803
wl_per_cell_um = 12.5
antenna_cells = 0
via_per_inst = 5.01
drtPass1Iterations = 4
drt-total-wl_um = 4490

[placement]
hpwl_um = 3080
place_ws_ps = 2040
place_congestion = 0.776
io_buffers = 18
placedCellCount = 352

[run_status]
status = "finished clean"

[hold_path]
holdCritPathClass = "flip-flop to flip-flop"
## metrics by stage
step | power, mW | area, um2 | util [%] | hold WS (ps)
floorplan | 0.427 | 2490 | - | 446
global placement | 0.431 | 2760 | 35.0 | 464
detailed placement | 0.431 | 2760 | 35.0 | 468
CTS | 0.737 | 2880 | 36.5 | 484
global route | 0.755 | 2880 | 36.5 | 490
finish | 0.722 | 2880 | 36.5 | 481
## power groups by stage
stage | clock network (mW) | logic [mW] | registers [mW]
final | 0.300 | 0.00953 | 0.412
after CTS | 0.315 | 0.0101 | 0.412
after global routing | 0.331 | 0.0114 | 0.412
## worst min path at each step
stage | slack, ps | cells past startpoint | end | start
4_1_cts | 480 | 1 | counter[31]$_DFF_PP0_ | counter[31]$_DFF_PP0_
5_1_grt | 490 | 1 | counter[31]$_DFF_PP0_ | counter[31]$_DFF_PP0_
6_report | 480 | 1 | counter[31]$_DFF_PP0_ | counter[31]$_DFF_PP0_
## area by class of cell
type	instances	area, um2	area share, %
Sequential cell	49	1230	42.6
Multi-Input combinational cell	173	1190	41.2
Timing Repair Buffer	19	188	6.52
Tap cell	102	128	4.43
Clock buffer	7	86.3	3.00
Inverter	9	33.8	1.17
Clock inverter	1	30.0	1.04
## routing by layer
metal | track usage [%] | part of all wire [%]
met4 | 2.31 | 2.4
met1 | 17.8 | 51
met5 | 0 | 0
met3 | 2.48 | 4.9
met2 | 17.4 | 41
## kinds of logic (layout without fill, tap and decap cells)
family | Yosys count | in the layout | share of synthesized area [%]
flip-flops | 49 | 49 | 49.3
AND-OR/OR-AND | 24 | 24 | 6.69
AND/OR/NAND/NOR | 110 | 110 | 26.0
buffers and inverters | 14 | 36 | 3.07
adder cells (fa/ha/maj) | 5 | 5 | 2.51
XOR/XNOR | 31 | 31 | 10.9
multiplexers | 3 | 3 | 1.51
## flip-flops by register name, summed over array words and instances (netlist names)
name / flops
counter: 32
hour: 5
sec: 6
min: 6
## synth_stat cells, types with 2 or more instances
master	n
dfrtp_1	49
xor2_1	14
and4_1	8
nor3_1	3
a21o_1	2
nor2b_1	2
o41ai_1	2
nand4_1	9
o21ai_0	8
inv_1	9
nor4_1	3
nor4b_1	2
xnor2_1	17
nand4b_1	2
o31ai_1	5
and2_1	4
and3_1	5
nand2_1	19
o21ai_1	2
ha_1	5
nand3_1	21
nor2_1	22
nand4_2	2
buf_6	3
nor4_4	2
## worst max-delay path, cell delays in order (launching register included)
cell,delay (ps)
dfrtp_1,430
inv_1,70
ha_1,130
or4b_4,470
nor3_4,210
and3_1,770
o2111ai_1,250
a211o_1,330
No activity file was given, so power comes from the tool's default toggle rates.
