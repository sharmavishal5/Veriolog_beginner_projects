==> design.v <==
module alu(
    input [15:0] in1, in2,
    input [2:0] operations,
    input sel,
    output reg [15:0] out,
    output reg sign, zero, carry
);
    always @(*) begin
        case (operations)
            3'b001: begin  
                {carry, out} = in1 + in2;
            end
            3'b010: begin  
                if (sel == 0)
                    out = in1 - in2;  
                else
                    out = in2 - in1;  
            end
            3'b011: begin  
                out = in1 & in2;
            end
            3'b100: begin  
                out = in1 | in2;
            end
            3'b101: begin  
                out = in1 ^ in2;
            end
            3'b110: begin  
                if (sel == 0)
                    out = in1 << in2;  
                else
                    out = in2 << in1;  
            end
            3'b111: begin  
                if (sel == 0)
                    out = in1 >> in2;  
                else
                    out = in2 >> in1;  
            end
            default: begin
                out = 16'b0;
            end
        endcase
        sign = out[15];   
        zero = ~|out;
    end
endmodule
==> run.sh <==
#!/bin/bash
# OpenROAD 26Q1-2900-gdf79404cd8, Yosys 0.63+post, stock flow scripts
make -C /OpenROAD-flow-scripts/flow DESIGN_CONFIG=/design/flow/config.mk WORK_HOME=/design/flow/orfs finish
==> config.mk <==
export PLATFORM = sky130hd
export DESIGN_NAME = alu
export DESIGN_NICKNAME = alu
export VERILOG_FILES = /design/flow/design.v
export SDC_FILE = /design/flow/constraint.sdc
export NUM_CORES = 4
export LEC_CHECK = 1
export CORE_UTILIZATION = 50
==> constraint.sdc <==
current_design alu

set clk_period 18.9
set clk_io_pct 0.2

create_clock -name clk0 -period $clk_period

set non_clock_inputs [all_inputs -no_clocks]
set_input_delay [expr $clk_period * $clk_io_pct] -clock clk0 $non_clock_inputs
set_output_delay [expr $clk_period * $clk_io_pct] -clock clk0 [all_outputs]
==> flow_summary.toml <==
# flow metrics
[power]
peakVddDrop_mv = 0.0231
leakagePower_nw = 2.54
p_int_mw = 0.0714
switching_share_pct = 59.1
pwr-share-comb_pct = 99.9
p_seq_share_pct = 0.1
net-switching-power_mw = 0.103
clkPwrFrac_pct = 0
power_density_mw_per_mm2 = 28.8

[sta]
untimed_endpoints = 2
setup_viol = 0
slew_headroom_pct = 27.1
unclocked_regs = 1
period_minus_slack_ps = 12660
rsz0062_at_grt = "no"
timing.fmax_mhz = 79.0
tightest_slew_ps = 1090
finalCritPeriodShare_pct = 67.0
finalSetupTns_ps = 0
hold_violations = 0
drv_slew = 0

[critical_path]
crit_fanout = 12
slowest_delay_ps = 840
worstPathArrival_ps = 8880
worstSetupEndpointType = "output port"
slowest_stage = "a2111oi_0"
required_ps = 15120
critical_path_class = "input port to output port"
crit_path_start = "in2[3]"
path_cells = "clkdlybuf4s50_1 -> inv_1 -> ha_1 -> nor3b_1 -> a2111oi_0 -> o32ai_1 -> a21oi_1 -> nor3_1 -> a211o_1 -> or4_1 -> nor4_1 -> or4b_1 -> nor4_2 -> clkdlybuf4s50_1"
crit_top_cell = "clkdlybuf4s50_1"
startpoint_type = "input port"
crit_buf_inv = 3
crit_family = "simple AND/OR/NAND/NOR gates"

[synthesis]
synth_area_per_cell_um2 = 7.12
synth_cell_types = 76
syn_area_mm2 = 0.00553
yosys_warnings = 1
ys_ff = 1
ys_area_mm2 = 0.00553
ys_cells = 777
netlist.area_leader.share_pct = 15.6
edf_count = 0
syn_inst = 777
area_leaders = "ha_1 (16%), mux2i_1 (7.1%), a21oi_1 (4.9%)"
async_flop_share_pct = 0
synth_area_leader_cell = "ha_1"
ys.flop_type = "dlxtp_1"

[finish]
regArea_um2 = 15.0
final_layout_size_suffix_gt1_share_pct = 7.91
postLayoutCoreUtil_pct = 56.2
layout_top_cells = "ha_1 (69), nand2_1 (65), o21ai_0 (54), a21oi_1 (54)"
largest_reg_flops = 1
mi_logic_area_mm2 = 0.00504
fin_area_mm2 = 0.00606
area_growth_pct = 9.61
lay_top_count = "ha_1"
fill_cells = 1021

[die]
die_w_um = 107
dieArea_mm2 = 0.0115
pin_count = 55
coreArea_mm2 = 0.0108
rows = 38
initCoreUtil_pct = 51.3
die_height_um = 107

[global_route]
grt_pass1_wl_um = 33400
grt_overflow_total = 0
grt_util_all_layers_pct = 38.4
antenna_found_initial = 0
grt_max_degree = 45
grt_pass1_vias = 5866

[cts]
post-cts-setup-buffers = 0
cts_hold_buf = 0
cts_resized = 0

[placement]
post_dp_cell_area_mm2 = 0.00606
dp_hpwl_um = 16600
portBuffers = 55
place_congestion = 0.972

[outcome]
status = "finished clean"

[run]
warnings = 86
maxCapViolCount = 0

[min_path]
min_from = "in1[0]"
holdCritPathClass = "input port to output port"

[detailed_routing]
ant_nets = 0
vias = 6507
routed_via_density = 7.04
routedWlPerCell_um = 23.6
n_antenna_cell = 0
drc = 0
drt_wl_total_um = 21800
drt_iter0_markers = 698
drtPass1Iterations = 6
-- final timing paths --
kind	end	slack [ps]	cells past startpoint
setup / recovery	zero	6240	14
hold / removal	out[0]	8930	8
-- metrics by stage --
stage               instances  total power, mW  setup slack [ps]  hold slack, ps
floorplan                 777            0.110              7720            7830
global placement          924            0.169              6340            8910
detailed placement        924            0.169              6350            8920
CTS                       924            0.170              6300            8920
global route              924            0.187              5990            9000
finish                    924            0.175              6240            8930
-- cell usage after synthesis (9+ instances only) --
master and n:
a211oi_1 20, a21o_1 9, a21oi_1 54, a221oi_1 10
a22oi_1 16, a31oi_1 9, buf_2 14, clkbuf_1 33
ha_1 69, inv_1 52, mux2_2 21, mux2i_1 39
mux4_2 12, nand2_1 65, nand3_1 19, nor2_1 44
nor2b_1 12, nor3_1 11, o211ai_1 15, o21ai_0 54
-- kinds of logic (layout without fill, tap and decap cells) --
family / after synthesis / after routing / synth area share, %
compound gates: 287 / 287 / 36.2
fa+ha+maj: 72 / 72 / 16.7
simple gates: 221 / 221 / 20.3
xor+xnor: 11 / 11 / 1.74
mux: 72 / 72 / 16.2
latches: 1 / 1 / 0.271
buf+inv: 113 / 120 / 8.60
-- final cells by class --
| cell class | count | share of cell area [%] |
|---|---|---|
| inverter | 52 | 3.22 |
| multi-input combinational | 663 | 83.2 |
| sequential | 1 | 0.248 |
| tap | 140 | 2.89 |
| timing repair buffer | 68 | 10.4 |
-- power by group through the flow --
stage	combinational, mW	sequential, mW	clock, mW
CTS	0.170	0.000156	0
global route	0.187	0.000159	0
finish	0.174	0.000156	0
-- layer usage --
layer / routed length (um) / GRT usage, % / share of wire [%] / vias up
li1: - / - / - / 2975
met1: 9630 / 56.6 / 44 / 3079
met2: 9390 / 58.1 / 43 / 390
met3: 2010 / 5.77 / 9.2 / 63
met4: 757 / 11.4 / 3.5 / 0
met5: 0 / 0 / 0 / -
Power figures rest on the tool's default switching activity, not on a simulated workload.
